==> flow/design.v <==
`timescale 1ns / 1ps
module cube_output(Cells, Clk, Pins);
	input Clk;
	input[511:0] Cells;
	output[14:0] Pins;
	localparam
		WIDTH = 8,
		HEIGHT = 8,
		DEPTH = 8;
	wire[511:0] sim_cells;
	assign sim_cells = Cells;
	wire[14:0] outputs;
	assign Pins = outputs;
	reg[7:0] data = 0;
	assign outputs[7:0] = data;
	reg[2:0] layer = 0;
	assign outputs[10:8] = layer;
	reg[2:0] row = 0;
	assign outputs[13:11] = row;
	reg enable = 0;
	assign outputs[14] = enable;
	always @(posedge Clk)
	begin
		enable <= 0;
		data <= sim_cells[layer*WIDTH + row*WIDTH*HEIGHT+:DEPTH];
		if (row == WIDTH-1)
		begin
			row <= 0;
			if (layer == HEIGHT-1)
				layer <= 0;
			else
				layer <= layer + 1;
		end
		else
			row <= row + 1;
	end
endmodule
==> flow/run.sh <==
#!/bin/bash
# OpenROAD 26Q1-2900-gdf79404cd8, Yosys 0.63+post, stock flow scripts
make -C /OpenROAD-flow-scripts/flow DESIGN_CONFIG=/design/flow/config.mk WORK_HOME=/design/flow/orfs finish
==> flow/config.mk <==
export PLATFORM = sky130hd
export DESIGN_NAME = cube_output
export DESIGN_NICKNAME = cube_output
export VERILOG_FILES = /design/flow/design.v
export SDC_FILE = /design/flow/constraint.sdc
export NUM_CORES = 4
export LEC_CHECK = 1
export CORE_AREA = 10 10 208 208
export DIE_AREA = 0 0 218 218
==> flow/constraint.sdc <==
current_design cube_output

set clk_period 11.9
set clk_io_pct 0.2

create_clock -name clk0 -period $clk_period [get_ports {Clk}]

set non_clock_inputs [all_inputs -no_clocks]
set_input_delay [expr $clk_period * $clk_io_pct] -clock clk0 $non_clock_inputs
set_output_delay [expr $clk_period * $clk_io_pct] -clock clk0 [all_outputs]
==> out/results.md <==
| Item | Reported |
|:---|:---|
| Unrepaired setup endpoints after global routing | false |
| Min-Delay Path Class | flop to flop |
| Most instantiated flip-flop cell in the synthesis netlist | dfxtp_1 |
| Number of synthesized register bits | 14 |
| Final tally of hold violations | 0 |
| Combinational gate area | 0.00401 sq mm |
| Top-level port count | 528 |
| Average via count per standard cell | 4.17 |
| Worst flop-to-flop path startpoint | layer[0] |
| Clk ins delay skew pair | 0.26 ns |
| Number of cells on the worst hold path | 2 |
| Depth of the worst register-to-register path | 7 |
| Count of clock tree sinks | 14 |
| Library cell contributing the largest single delay on the critical path | nor2b_1 |
| Portion of the post-synthesis area used by sequential elements | 6.67% |
| Slew of the pin with the lowest slew margin | 0.880 ns |
| Average size of a mapped cell | 13.2 sq um |
| Average wire per cell in the routed design | 24.7 um |
| Final cell area excluding filler cells | 0.0104 sq mm |
| Largest incremental delay on the critical path | 0.53 ns |
| Final Power | 349 uW |
| Warning total across the stage logs | 25 |
| Required arrival time at the worst endpoint | 12.04 ns |
| Post-detailed-route DRC marker count | 0 |
| Fraction of final layout cells sized beyond drive strength 1 | 17.2% |
| Launch point of the critical path | Cells[363] |
| Post-synthesis instance area | 0.00465 sq mm |
| Hold Slack | 0.715 ns |
| Critical-path maximum fanout | 1 |
| Endpoint kind of the worst setup timing path | flop |
| Maximum buffer depth of the clock tree | 2 |
| Achievable frequency | 241 MHz |
| Met3 layer wire length in the routed design | 4.11 mm |
| Die Ht | 218 um |
| Crit Path Class | input port to flop |
| Placed Instances | 1365 |
| Worst Path Buf+Inv | 1 |
| Kind of start point of the critical path | input port |
| Initial antenna violation count | 4 |
| Clock Skews | 0.00625 ns |
| Fillcell total | 4048 |
| Area after detailed placement | 0.0103 sq mm |
| Post-CTS Resized | 0 |
| Worst min-delay path startpoint | row[0] |
| Global routing usage summed across all routing layers | 13.8% |
| Gate Count Post-Synth | 353 |
| Core region area | 0.0387 sq mm |
| Sum of negative setup slack | 0 ns |
| Register cell area after layout | 310 sq um |
| Number of CTS-inserted buffers | 3 |
| Unique cell type count in the Yosys netlist | 42 |
| Port bufs | 526 |
| Max layer used | met5 |
| Worst setup slack for register-to-register paths | 8.16 ns |
| Final count of pins violating max slew | 0 |
| Final period utilization | 34.9% |
| Via count | 5721 |
| Yosys cell count | 353 |
| Half-perimeter wire length of the detailed placement result | 30.3 mm |
| Critical Path, Cell by Cell | clkdlybuf4s50_1 > mux4_2 > nor2b_1 > o21ai_0 > a32o_1 |
| Count of final setup violators | 0 |
| Share of the core filled by cells before placement | 12.0% |
| Number of levels in the clock H-tree | 1 |
| Overflow left after global routing | 0 |
| End point of the worst hold path | row[0] |
| Max-capacitance violation count | 0 |
| Detailed Routing Iterations Pass 1 | 4 |
| Power density cells | 33.5 mW/mm^2 |
| Standard-cell rows | 72 |
| Largest net degree at the start of global routing | 55 |
| Pleak | 3.21 nW |
| RD Place Congestion | 0.874 |
| Non-filler instance count after layout | 1371 |
| Status | finished clean |
| Area added between synthesis and finish | 124% |
| Summed standard-cell area reported by yosys | 0.00465 sq mm |
| Total of warnings raised by yosys | 1 |
| CTS Hold Bufs | 0 |
| Proportion of synthesized flip-flops having asynchronous set or reset | 0% |
| Max VDD drop | 0.0353 mV |
| Period minus WS final | 4.15 ns |
| Family with the most delay on the worst path | simple AND/OR/NAND/NOR gates |
| Clk pin slew, worst setup/hold paths | 0.06 ns |
| Via count of the first global-routing pass | 6614 |
| Worst slew margin relative to its limit | 40.8% |
| Antenna-violating nets left | 0 |
| Sum of routed wire segments on met1 | 12.8 mm |
| WL final | 33.9 mm |
| Clock root buffer | clkbuf_16 |
| Die Span X | 218 um |
| Die Area | 0.0475 sq mm |
| Arrival time of data at the critical path endpoint | 4.29 ns |
| Post-CTS setup buffers | 0 |
| Global-route wire length before repair | 46.5 mm |
| TritonCTS clock tree | yes |
| Detailed router's first-iteration violation count | 270 |
| End of the worst register-to-register path | data[0] |
| Post-synth EDFFs | 3 |
| Sum of met2 wire segment lengths after detailed routing | 16.8 mm |
==> kinds of logic (layout without fill, tap and decap cells) <==
group / Yosys count / count (layout) / synth area share, %
compound gates: 84 / 84 / 13.0
fa+ha+maj: 4 / 4 / 1.08
buf+inv: 46 / 544 / 7.13
flops: 14 / 14 / 6.67
mux: 158 / 158 / 66.5
other cells: 1 / 3 / 0.0806
simple gates: 46 / 46 / 5.62
==> state kept, by name, summed over array words and instances, names as in the netlist <==
register  cells
data          8
layer         3
row           3
==> final cells by class <==
| type | instances | area share (%) |
|---|---|---|
| Multi-Input combinational cell | 293 | 38.5 |
| Timing Repair Buffer | 538 | 51.4 |
| Sequential cell | 14 | 2.98 |
| Tap cell | 518 | 6.22 |
| Antenna cell | 2 | 0.0480 |
| Clock buffer | 4 | 0.852 |
| Inverter | 2 | 0.0720 |
==> synth_stat cells (5+ instances only) <==
master    number  area [sq um]
mux4_2       120          2700
mux2i_1       30           300
o22ai_1       20           125
buf_2         12          60.1
nor2b_1       12          75.1
dfxtp_1       11           220
buf_6         10           113
clkbuf_1      10          37.5
a211oi_1       8          60.1
mux2_2         8          90.1
o221ai_1       8          70.1
nand3_1        7          35.0
o21ai_0        7          35.0
nor2_1         6          22.5
buf_4          5          37.5
nand2b_1       5          31.3
o21ai_1        5          25.0
==> routing by layer <==
| layer | track usage (%) | vias to the layer above |
|---|---|---|
| met5 | 0 | - |
| met3 | 6.39 | 11 |
| met2 | 23.4 | 348 |
| met4 | 0.486 | 4 |
| met1 | 16.6 | 2758 |
| li1 | - | 2600 |
==> worst max-delay path by stage <==
stage         endpoint  slack (ns)  depth (start not counted)
CTS            data[3]        7.83                          5
finish         data[3]        7.75                          5
global route   data[0]        7.71                          7
==> layout by cell type (no fill, tap or decap), drive strengths merged, types with 5 or more instances in the layout <==
| cell type | n |
|---|---|
| clkdlybuf4s50 | 526 |
| mux4 | 120 |
| mux2i | 30 |
| o22ai | 20 |
| nor2b | 12 |
| buf | 12 |
| o21ai | 12 |
| dfxtp | 11 |
| mux2 | 8 |
| o221ai | 8 |
| a211oi | 8 |
| nand3 | 7 |
| nor2 | 6 |
| nand2b | 5 |
==> report_power, final <==
| group | leakage [nW] | internal (mW) | switching (mW) | total [mW] |
|---|---|---|---|---|
| clock | 0.0442 | 0.0512 | 0.0247 | 0.0759 |
| sequential | 0.124 | 0.0492 | 0.000386 | 0.0496 |
| combinational | 3.04 | 0.179 | 0.0438 | 0.223 |
| total | 3.21 | 0.280 | 0.0689 | 0.349 |
==> worst register-to-register path: stages, from the launching register on <==
cell and delay, ns:
edfxtp_1 0.34, buf_4 0.47, buf_4 0.64, buf_4 0.72, mux4_2 0.66, mux2_2 0.32
a211oi_1 0.33, o32ai_1 0.14
==> through the flow <==
step	setup WS (ns)	utilization, %
after floorplan	8.38	-
after global placement	7.53	26.7
after detailed placement	7.56	26.7
after CTS	7.83	26.9
after global routing	7.71	26.9
final	7.75	26.9
No activity file was given, so power comes from the tool's default toggle rates.
